--- ./config.mk ---
export PLATFORM = sky130hd
export DESIGN_NAME = bcd_adder
export DESIGN_NICKNAME = bcd_adder
export VERILOG_FILES = /design/flow/design.v
export SDC_FILE = /design/flow/constraint.sdc
export NUM_CORES = 4
export LEC_CHECK = 1
export CORE_AREA = 10 10 70 70
export DIE_AREA = 0 0 80 80
--- ./constraint.sdc ---
current_design bcd_adder

set clk_period 4.9
set clk_io_pct 0.2

create_clock -name clk0 -period $clk_period

set non_clock_inputs [all_inputs -no_clocks]
set_input_delay [expr $clk_period * $clk_io_pct] -clock clk0 $non_clock_inputs
set_output_delay [expr $clk_period * $clk_io_pct] -clock clk0 [all_outputs]
--- ./design.v ---
module bcd_adder(a,b,cin,sum,cout);
    input [3:0] a,b;
    input cin;
    output [3:0] sum;
    output cout;
    reg [4:0] sumtemp;
    reg [3:0] sum;
    reg cout;  
    always @(a,b,cin)
    begin
        sumtemp = a+b+cin; 
        if(sumtemp > 9)
	begin
            sumtemp = sumtemp+6;  
            cout = 1;   
            sum = sumtemp[3:0];   
   	end
        else    
	begin
            cout = 0;
            sum = sumtemp[3:0];
        end
    end     
endmodule
module tb_bcdadder;
    reg [3:0] a;
    reg [3:0] b;
    reg cin;
    wire [3:0] sum;
    wire cout;
    bcd_adder uut (
        .a(a), 
        .b(b), 
        .cin(cin), 
        .sum(sum), 
        .cout(cout)
    );
    initial begin
        a = 0;  b = 0;  cin = 0;   #100;
        a = 6;  b = 9;  cin = 0;   #100;
        a = 3;  b = 3;  cin = 1;   #100;
        a = 4;  b = 5;  cin = 0;   #100;
        a = 8;  b = 2;  cin = 0;   #100;
        a = 9;  b = 9;  cin = 1;   #100;
    end
endmodule
--- ./run.sh ---
#!/bin/bash
# OpenROAD 26Q1-2900-gdf79404cd8, Yosys 0.63+post, stock flow scripts
make -C /OpenROAD-flow-scripts/flow DESIGN_CONFIG=/design/flow/config.mk WORK_HOME=/design/flow/orfs finish
==> flow_metrics.env <==
# yosys + openroad results
export IMPL_worstPathArrival_ns=3.77
export IMPL_antenna_found_initial=0
export IMPL_hold_path_class="in2out"
export IMPL_critPathRequiredTime_ns=3.92
export IMPL_crit_path_end_kind="output port"
export IMPL_number_of_antenna_cells_inserted=0
export IMPL_drv_max_cap_violation_count=0
export IMPL_static_leakage_power_nw=0.187
export IMPL_grt_setup_unrepaired="no"
export IMPL_max_vdd_ir_drop_uv=36.1
export IMPL_die_height_um=80
export IMPL_worstPathMaxFanout=3
export IMPL_fin_crit_ns=4.75
export IMPL_critPathLaunchType="input port"
export IMPL_setup_viol=0
export IMPL_period_used_pct=96.9
export IMPL_routed_via_count=224
export IMPL_placed_cells_incl_taps=83
export IMPL_post_detailed_route_drc_marker_count=0
export IMPL_seq_power_share_pct=0
export IMPL_synth_cells=22
export IMPL_first_global_vias=235
export IMPL_post_layout_nonfiller_instances=85
export IMPL_power_per_cell_area_nw_per_um2=167
export IMPL_route_detailed_vias_per_inst=2.64
export IMPL_drtAntennaViolNets=0
export IMPL_combinationalPowerShare_pct=100.0
export IMPL_grt_start_max_net_pins=5
export IMPL_drv_slew=0
export IMPL_fp_util_pct=6.19
export IMPL_worst_slack_ns=0.152
export IMPL_flop_area_um2=0
export IMPL_post_place_ws_ns=-0.0513
export IMPL_yosys_stat_area_um2=211
export IMPL_max_clock_freq_ghz=0.211
export IMPL_yosysUniqueCellTypes=14
export IMPL_globalplace_congestion=0.793
export IMPL_area_growth_synth_to_final_pct=113
export IMPL_criticalPathCategory="in2out"
export IMPL_floorplan_die_width_um=80
export IMPL_finalInstanceArea_um2=450
export IMPL_power_frac_clock_pct=0
export IMPL_seq_cell_count=0
export IMPL_port_buffers=14
export IMPL_status="completed"
export IMPL_route_detailed_wl_per_inst_um=8.33
export IMPL_openroad_warnings=32
export IMPL_wirelength_um=708
export IMPL_grt_first_pass_wirelength_mm=1.09
export IMPL_clockBufferCount=0
export IMPL_largest_area_cell="ha_1"
export IMPL_switching_share_pct=35.5
export IMPL_max_slew_worst_pin_slew_ns=0.414
export IMPL_fp_dieArea_um2=6400
export IMPL_timing_hold_violations_final=0
export IMPL_dp_hpwl_um=635
export IMPL_intPower_mw=0.0486
export IMPL_placement_rows=21
export IMPL_synth_cells_yosys=22
export IMPL_yosysWarnings=1
export IMPL_fin_hold_ws_ns=2.92
export IMPL_gr_usage_all_layers_pct=2.06
export IMPL_post_layout_total_power_mw=0.0754
export IMPL_final_core_utilization_pct=13.2
export IMPL_syn_cell_area_um2=211
export IMPL_synth_top_cell_area_share_pct=23.7
export IMPL_ys_top_cells_by_area="ha_1 24%, fa_1 19%, o31ai_4 10%, xnor2_1 8.3%, a21oi_1 7.1%"
export IMPL_yosysSeqAreaShare_pct=0
export IMPL_syn_mean_instance_area_um2=9.61
export IMPL_initialDrtViolationCount=3
export IMPL_slew_headroom_pct=72.4
export IMPL_num_io_pins=14
export IMPL_grt_overflow=0
export IMPL_fillCellCount=393
export IMPL_fin_setup_tns_ns=0
export IMPL_placement_cell_area_um2=417
export IMPL_pre_antenna_drt_iters=2
export IMPL_net_sw_power_mw=0.0268
export IMPL_core_area_um2=3420
export IMPL_post_route_cells_drive_above_1_share_pct=20.5
cells in the mapped netlist:
library cell	count
xnor2_1	2
a2111oi_0	1
o22ai_1	1
fa_1	2
inv_1	2
mux2i_1	1
and3_1	1
o31ai_4	1
a21o_2	1
ha_1	4
a31o_1	1
a21oi_1	3
nor2b_1	1
nand3_1	1
layout make-up:
cell class / instances / area, um^2 / area share [%]
Inverter: 2 / 7.51 / 1.67
Timing Repair Buffer: 17 / 168 / 37.2
Tap cell: 46 / 57.6 / 12.8
Multi-Input combinational cell: 20 / 218 / 48.3
critical path, stage by stage:
cell and delay (ns):
clkdlybuf4s50_1 0.43, fa_2 0.42, fa_2 0.52, inv_1 0.07, ha_1 0.19, a31o_1 0.23
o31ai_4 0.31, buf_4 0.15, clkdlybuf4s50_1 0.46
power by group through the flow:
stage / Clock [mW] / Sequential [mW] / Combinational [mW]
after CTS: 0 / 0 / 0.0720
after global routing: 0 / 0 / 0.0854
final: 0 / 0 / 0.0754
layer usage:
metal | GRT usage (%) | vias up | part of all wire (%)
met1 | 2.78 | 91 | 48
met5 | 0 | - | 0
met2 | 2.49 | 13 | 31
met3 | 1.82 | 0 | 21
met4 | 0 | 0 | 0
li1 | - | 120 | -
path summary, 6_finish.rpt:
path  slack (ns)  cells after the start      to  start
max         0.15                      9    cout    cin
min         2.92                      6  sum[1]   b[3]
cell usage in the layout, fill, tap and decap left out:
| cell | n |
|---|---|
| o22ai_1 | 1 |
| ha_1 | 4 |
| a31o_1 | 1 |
| dlymetal6s2s_1 | 2 |
| xnor2_2 | 1 |
| a21oi_1 | 3 |
| clkdlybuf4s50_1 | 12 |
| and3_1 | 1 |
| inv_1 | 2 |
| a21o_2 | 1 |
| fa_2 | 2 |
| nor2b_1 | 1 |
| o31ai_4 | 1 |
| nand3_1 | 1 |
| xnor2_1 | 1 |
| mux2i_1 | 1 |
| buf_4 | 3 |
| a2111oi_1 | 1 |
timing repair:
| item | 4_1_cts | 5_1_grt |
|---|---|---|
| pin swaps | 1 | 3 |
| setup buffers | 0 | 2 |
| hold buffers | 0 | 0 |
| resized | 0 | 6 |
| endpoints found under the setup margin | 1 | 3 |
| endpoints found under the hold margin | 0 | 0 |
cell families after synthesis:
| family | count (synthesis) | synth area share [%] |
|---|---|---|
| buffers and inverters | 2 | 3.55 |
| adder cells (fa/ha/maj) | 6 | 42.6 |
| AND/OR/NAND/NOR | 3 | 8.29 |
| AND-OR/OR-AND | 8 | 32.5 |
| XOR/XNOR | 2 | 8.29 |
| multiplexers | 1 | 4.73 |
Power figures rest on the tool's default switching activity, not on a simulated workload.
